==> /design/flow/design.v <==
typedef enum logic [3:0] {
    ADD,
    SUB,
    AND,
    OR,
    XOR,
    SLL,
    SRL,
    SRA,
    SLT,
    SLTU
} alu_op_t;
module alu #(parameter ALU_WIDTH = 32 )(
    input logic [ALU_WIDTH - 1:0] op1, 
    input logic [ALU_WIDTH - 1:0] op2,
    input logic [3:0] alu_op,  
    output logic [ALU_WIDTH - 1:0] alu_out,
    output logic zero
);
    alu_op_t alu_op_e;
    assign alu_op_e = alu_op_t'(alu_op);  
    always_comb begin 
        case(alu_op) 
            ADD: alu_out = op1 + op2;
            SUB: alu_out = op1 - op2;
            AND: alu_out = op1 & op2;
            OR:  alu_out = op1 | op2;
            XOR: alu_out = op1 ^ op2;
            SLL: alu_out = op1 << ( op2 [$clog2(ALU_WIDTH)-1:0] ); 
            SRL: alu_out = op1 >> (op2[$clog2(ALU_WIDTH)-1:0]);
            SRA: alu_out = ($signed(op1)) >>> (op2[$clog2(ALU_WIDTH)-1:0]);
            SLT: alu_out = op1 < op2;
            SLTU:alu_out = ($unsigned(op1)) < ($unsigned(op2));
            default: alu_out = 0;  
        endcase
    end
    assign zero = (alu_out==0);
endmodule 
==> /design/flow/run.sh <==
#!/bin/bash
# OpenROAD 26Q1-2900-gdf79404cd8, Yosys 0.63+post, stock flow scripts
make -C /OpenROAD-flow-scripts/flow DESIGN_CONFIG=/design/flow/config.mk WORK_HOME=/design/flow/orfs finish
==> /design/flow/config.mk <==
export PLATFORM = sky130hd
export DESIGN_NAME = alu
export DESIGN_NICKNAME = alu
export VERILOG_FILES = /design/flow/design.v
export SDC_FILE = /design/flow/constraint.sdc
export NUM_CORES = 4
export LEC_CHECK = 1
export CORE_UTILIZATION = 30
==> /design/flow/constraint.sdc <==
current_design alu

set clk_period 12.6
set clk_io_pct 0.2

create_clock -name clk0 -period $clk_period

set non_clock_inputs [all_inputs -no_clocks]
set_input_delay [expr $clk_period * $clk_io_pct] -clock clk0 $non_clock_inputs
set_output_delay [expr $clk_period * $clk_io_pct] -clock clk0 [all_outputs]
==> flow_summary.yaml <==
# generated from flow reports
setup_path:
  crit_buf_inv: 5
  crit_chain: "clkdlybuf4s50_1 > buf_4 > inv_1 > ha_1 > inv_1 > a21oi_1 > nand2_1 > a211oi_1 > o221ai_1 > a211o_1 > or4b_1 > nor4_1 > nand4b_1 > or4_1 > nor4_2 > clkdlybuf4s50_1"
  cp_data_required_time_ns: 10.08
  critical_path.startpoint_type: "input port"
  end_kind: "primary output"
  slowest_delay_ns: 0.68
  path_depth: 16
  path_delay_family: "simple AND/OR/NAND/NOR gates"
  path_class: "in -> out"
  cpMaxStageDelayCell: "nor4_1"
  path_max_fanout: 46
  critPathArrivalTime_ns: 8.35
placement:
  place.gp.congestion: 1.04
  portBuffers: 101
  place_hpwl_mm: 41.9
  dp.cells: 1882
  dp_slack_ns: 1.94
  dpl_cell_area_sq_um: 11300
grt:
  grt_util_all_layers_pct: 31.7
  grt_pass1_vias: 11400
  antenna_found_initial: 1
  grt_pass1_wl_mm: 78.1
  grt_max_degree: 59
  overflow: 0
routing:
  antenna_cells: 0
  drc: 0
  drt-initial-drc-count: 1576
  vias: 12400
  dr.pass1.iters: 6
  wl_mm: 53.4
  wl_per_cell_um: 28.4
  avgViaCountPerCell: 6.61
  postRouteAntennaNets: 0
final_timing:
  drv_slew: 0
  rsz0062_at_grt: "false"
  setup_violations: 0
  holdWs_ns: 6.24
  fin_tns_setup_ns: 0
  period_needed_ns: 10.87
  tightest_slew_ns: 0.806
  relSlewSlack_pct: 44.7
  fin_crit_sh_pct: 86.3
  fin_ws_ns: 1.73
  hold_viol_final: 0
  max_freq_mhz: 92.0
power_and_ir_drop:
  net-switching-power_uw: 328
  power_density_nw_per_um2: 46.9
  sw_frac_of_total_pct: 62.2
  p_int_uw: 200
  vdd_drop_max_mv: 0.0209
  p_comb_share_pct: 100.0
  power_frac_clock_pct: 0
  power_frac_seq_pct: 0
  p_total_uw: 528
  p_leak_nw: 4.38
clock_network:
  cts_hold_buf: 0
  post_cts_resized: 0
  postCtsSetupBuffers: 0
yosys:
  syn_area_sq_um: 9960
  postSynthAreaPerCell_sq_um: 7.01
  ys_types: 88
  ys_cells: 1420
  ys_chip_area_sq_um: 9960
  synthCells: 1420
  postSynthSeqShare_pct: 0
  ys_warn_count: 1
floorplanning:
  pin_count: 101
  chipArea_sq_um: 33900
  initCoreUtil_pct: 30.5
  rows: 66
  coreArea_sq_um: 32600
  die_h_um: 184
  dieWidth_um: 184
min_path:
  holdCritPathClass: "in -> out"
  hold_depth: 4
final_layout:
  clock_buffers: 0
  regArea_sq_um: 0
  area_growth_pct: 13.1
  fillers: 3520
  seq_cells: 0
  final_layout_size_suffix_gt1_share_pct: 9.10
  stdcell_count: 1882
  fin_area_sq_um: 11300
  final_util_pct: 34.5
run:
  drv_cap: 0
  openroad.warnings: 98
run_status:
  status: "complete, no violations"
routing by layer:
layer	vias to the layer above	global-route usage, %	wire length [um]	share of wire [%]
met5	-	0	19	0.036
met2	818	46.4	22600	42
met4	2	10.7	2220	4.2
li1	5511	-	-	-
met1	5999	46.1	23000	43
met3	108	6.56	5510	10
final cells by class:
| cell class | instances | area [sq um] | share of cell area [%] |
|---|---|---|---|
| multi-input cells | 1210 | 9110 | 80.9 |
| inverters | 97 | 364 | 3.23 |
| well taps | 442 | 553 | 4.91 |
| repair buffers | 133 | 1230 | 11.0 |
cell usage in the layout, fill, tap and decap left out, types with 28 or more instances in the layout:
cell	count
mux4_2	42
o211ai_1	28
clkdlybuf4s50_1	97
o22ai_1	31
mux2i_1	50
nand3_1	34
o21ai_0	75
a211oi_1	31
buf_4	33
inv_1	94
a21oi_1	117
nand2_1	124
nor2_1	114
ha_1	98
nor3_1	32
synthesized netlist by cell type (all sizes together), types with 10 or more instances:
| cell | n | area (sq um) |
|---|---|---|
| a22oi | 13 | 97.6 |
| nand4 | 16 | 100 |
| buf | 45 | 251 |
| o21ai | 82 | 410 |
| o22ai | 31 | 194 |
| a21oi | 117 | 586 |
| nor3 | 32 | 160 |
| o31ai | 17 | 128 |
| inv | 97 | 364 |
| a31oi | 14 | 87.6 |
| a221oi | 17 | 149 |
| a221o | 13 | 130 |
| o211ai | 29 | 223 |
| mux2i | 51 | 514 |
| a2111oi | 11 | 109 |
| and2 | 12 | 75.1 |
| nand2 | 124 | 465 |
| nand3 | 34 | 170 |
| o221ai | 21 | 184 |
| a311oi | 10 | 87.6 |
| nor2b | 13 | 81.3 |
| nor2 | 115 | 432 |
| clkbuf | 68 | 255 |
| mux4 | 42 | 946 |
| a211oi | 31 | 233 |
| a21o | 12 | 90.1 |
| o21a | 13 | 97.6 |
| nand2b | 23 | 144 |
| a211o | 11 | 96.3 |
| o2111ai | 13 | 114 |
| ha | 98 | 1230 |
| mux2 | 42 | 484 |
| nor4 | 14 | 93.8 |
tightest hold or removal path, stage by stage:
cell             delay [ns]
buf_2                  0.33
a311oi_1               0.17
o211ai_1               0.14
clkdlybuf4s50_1        0.55
logic make-up (layout without fill, tap and decap cells):
group / Yosys count / in the layout / synth area share [%]
fa+ha+maj: 100 / 100 / 12.7
mux: 135 / 135 / 19.5
compound gates: 510 / 510 / 35.3
buf+inv: 210 / 230 / 8.75
simple gates: 453 / 453 / 22.7
xor+xnor: 12 / 12 / 1.06
power by group through the flow:
stage         Sequential, mW  Combinational (mW)  Clock (mW)
global route               0               0.559           0
CTS                        0               0.512           0
finish                     0               0.528           0
path summary, 6_finish.rpt:
path  startpoint         end
min       op2[1]  alu_out[1]
max       op2[4]        zero
No activity file was given, so power comes from the tool's default toggle rates.
