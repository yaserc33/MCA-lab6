==> /design/flow/design.v <==
module program_counter #(parameter n =32)(
    input  logic clk, 
    input  logic reset_n,
    input  logic [n-1:0] pc_in,  
    output logic [n-1:0] pc_out
);
    always_ff @(posedge clk, negedge reset_n)
    begin 
        if(~reset_n)  
            pc_out <= 0;
        else  
            pc_out <= pc_in;
    end
endmodule 
==> /design/flow/run.sh <==
#!/bin/bash
# OpenROAD 26Q1-2900-gdf79404cd8, Yosys 0.63+post, stock flow scripts
make -C /OpenROAD-flow-scripts/flow DESIGN_CONFIG=/design/flow/config.mk WORK_HOME=/design/flow/orfs finish
==> /design/flow/config.mk <==
export PLATFORM = sky130hd
export DESIGN_NAME = program_counter
export DESIGN_NICKNAME = program_counter
export VERILOG_FILES = /design/flow/design.v
export SDC_FILE = /design/flow/constraint.sdc
export NUM_CORES = 4
export LEC_CHECK = 1
export CORE_AREA = 10 10 80 80
export DIE_AREA = 0 0 90 90
==> /design/flow/constraint.sdc <==
current_design program_counter

set clk_period 1.0
set clk_io_pct 0.2

create_clock -name clk0 -period $clk_period [get_ports {clk}]

set non_clock_inputs [all_inputs -no_clocks]
set_input_delay [expr $clk_period * $clk_io_pct] -clock clk0 $non_clock_inputs
set_output_delay [expr $clk_period * $clk_io_pct] -clock clk0 [all_outputs]
==> results.toml <==
# implementation run metrics
[timing]
holdWs_ps = 281
tns_ps = 0
rsz0062_at_grt = "false"
min_period_ps = 948
max_slew_margin_pct = 88.9
timing.fmax_mhz = 1050
final_hold_viol_count = 0
setup_viol = 0
worst_slew_pin_slew_ps = 166
period_used_pct = 94.8
slew_violations = 0

[route]
postRouteWirelength_mm = 2.31
post-route-drc-count = 0
ant_nets = 0
drt-initial-drc-count = 6
vias = 551
drt_pre_antenna_iters = 2
wl_per_cell_microns = 13.3
vias_per_cell = 3.18

[cts]
clk_pin_slew_ps = 60
root_buffer = "clkbuf_8"
cts.sink_count = 32
cts_hold_repair.buffers = 0
cts_max_level = 2
cts_max_path_buffers = 2
numCtsBuffers = 5
tritoncts = "yes"

[yosys]
ys_cells = 32
ys_seq_share_pct = 100
synthCells = 32
yosysChipArea_sq_um = 801
syn_area_sq_um = 801
yosys_warnings = 1
ys_types = 1
avgSynthCellArea_sq_um = 25.0
ys.flops = 32

[layout]
num-multi-input-gates = 0
fin_cells = 173
top_regs = "pc_out (32)"
layout-drive-gt1-share_pct = 37.1
register_area_sq_um = 801
largest_register_ffs = 32
top_register = "pc_out"
nFillCells = 473
syn_to_final_growth_pct = 84.2
comb_area_sq_um = 0

[setup_path]
cp_top_family = "flip-flops"
worstPathArrival_ps = 750
path_cells = "buf_2"
slowest_stage = "dfrtp_1"
crit_type = "reg -> out"
cp-start-kind = "flop"
worst-path-buf-inv = 1
critPathCaptureType = "output port"
crit_required_ps = 800
worstSetupStartpoint = "pc_out[29]"
crit_path_max_incr_delay_ps = 360
cp_max_fo = 1

[global_route]
grt_usage_pct = 5.47
grt-ovfl-total = 0
grt_max_degree = 33
grt_pass1_vias = 630
grt_antenna_before_repair = 0
grt_pass1_wl_mm = 3.42

[place]
port-buffer-count = 65
placed_cells_incl_taps = 165
gp_congestion = 0.673

[die]
chipWidth_microns = 90
fp-utilization_pct = 17.0
die-area_sq_um = 8100
rows = 25
num_io_pins = 66
die_h_microns = 90
core_area_sq_um = 4720

[power]
p_leak_nw = 0.678
ir_drop_uv = 497
power_density_nw_per_um2 = 1670
fin_total_pwr_mw = 2.47

[worst_hold_path]
worstHoldPathType = "in -> async"

[flow_run]
log.warning_count = 25
cap_violations = 0

[outcome]
outcome = "complete, no violations"
kinds of logic after synthesis:
| logic type | count (synthesis) | synth area share, % |
|---|---|---|
| flip-flops | 32 | 100 |
layout make-up:
| type | instances | share of cell area (%) |
|---|---|---|
| Tap cell | 67 | 5.68 |
| Antenna cell | 1 | 0.170 |
| Sequential cell | 32 | 54.3 |
| Clock inverter | 1 | 0.339 |
| Clock buffer | 6 | 4.92 |
| Timing Repair Buffer | 66 | 34.6 |
power breakdown:
group	leakage (nW)	total (mW)	internal, mW	switching (mW)
logic	0.264	0.212	0.160	0.0520
clock network	0.0410	0.881	0.471	0.409
registers	0.373	1.37	1.36	0.0141
total	0.678	2.47	1.99	0.475
timing repair:
item / in CTS / in global routing
buffers inserted: 0 / 0
resized: 96 / 0
endpoints found under the setup margin: 32 / 0
stage by stage:
step | setup slack [ps] | instance area [sq um] | utilization, %
finish | 51.5 | 1480 | 31.2
global route | 12.3 | 1470 | 31.2
global placement | 11.6 | 1560 | 32.9
detailed placement | 9.81 | 1560 | 32.9
floorplan | 488 | 801 | -
CTS | 34.0 | 1470 | 31.2
worst max-delay path by stage:
stage	end	slack (ps)	cells past startpoint
global route	pc_out[1]	10	1
CTS	pc_out[6]	30	1
finish	pc_out[29]	50	1
per-layer routing:
metal | vias to the layer above | global-route usage (%) | part of all wire, %
met3 | 6 | 4.19 | 15
met1 | 258 | 5.86 | 38
li1 | 243 | - | -
met2 | 44 | 8.35 | 44
met4 | 0 | 1.33 | 2.9
met5 | - | 0 | 0
Yosys cell counts:
| library cell | number | area (sq um) |
|---|---|---|
| dfrtp_1 | 32 | 801 |
cell usage in the layout (no fill, tap or decap), drive strengths merged:
cell type | netlist | layout
buf | 0 | 33
clkinv | 0 | 1
clkdlybuf4s50 | 0 | 33
dfrtp | 32 | 32
clkbuf | 0 | 6
diode | 0 | 1
Power is estimated from default activity; no workload was simulated.
